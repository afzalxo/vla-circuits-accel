==> /design/flow/design.v <==
`timescale 1ns / 1ps
module bias_dma #(
    parameter OC_PAR = 16,
    parameter HBM_DATA_WIDTH = 512,
    parameter ADDR_WIDTH = 64,   
    parameter BIAS_WIDTH = 32,
    parameter BEATS_PER_BIAS_TILE = OC_PAR / (HBM_DATA_WIDTH / BIAS_WIDTH)
)(
    input wire clk,
    input wire rst_n,
    input wire start,
    input wire [15:0] oc,
    output wire [15:0] bias_words,
    input wire [15:0] oc_tile,   
    input wire [HBM_DATA_WIDTH-1:0] hbm_data_in,
    output reg [ADDR_WIDTH-1:0] hbm_addr,
    output reg hbm_ren,
    input wire hbm_rvalid,
    (* max_fanout = 20 *) output reg [15:0] bias_bram_addr,
    output reg [OC_PAR*BIAS_WIDTH-1:0] bias_data,
    output reg bias_wen,
    output wire done
);
    localparam BEATS_PER_BIAS_BLOCK = (OC_PAR * BIAS_WIDTH) / HBM_DATA_WIDTH;
    localparam S_IDLE = 0;
    localparam S_READ = 1;
    localparam S_WAIT = 2;
    localparam S_DONE = 3;
    reg [2:0] state;
    reg [15:0] beat_count;
    reg done_r;
    assign done = done_r;
    wire [31:0] tile_start_index = oc_tile * (OC_PAR / (HBM_DATA_WIDTH / BIAS_WIDTH));
    assign bias_words = OC_PAR / (HBM_DATA_WIDTH / BIAS_WIDTH);
    always @(posedge clk or negedge rst_n) begin
        if (!rst_n) begin
            state <= S_IDLE;
            done_r <= 0;
            hbm_ren <= 0;
            bias_wen <= 0;
	    beat_count <= 0;
        end else begin
            hbm_ren <= 0;
            bias_wen <= 0;
            done_r <= 0;
            case (state)
                S_IDLE: begin
                    if (start) begin
			beat_count <= 0;
                        bias_bram_addr <= 0;
                        state <= S_READ;
                    end
                end
                S_READ: begin
		    hbm_addr <= tile_start_index;
		    hbm_ren <= 1; 
		    state <= S_WAIT;
		end
		S_WAIT: begin
		    if (hbm_rvalid) begin
		        bias_data[(beat_count % BEATS_PER_BIAS_TILE) * HBM_DATA_WIDTH +: HBM_DATA_WIDTH] <= hbm_data_in; 
			if ((beat_count + 1) % BEATS_PER_BIAS_TILE == 0) begin
		            bias_wen <= 1;
                            bias_bram_addr <= bias_bram_addr + 1;
			end
			if (beat_count < bias_words - 1) begin
			    beat_count <= beat_count + 1;
			    state <= S_WAIT;
			end
			if (beat_count == bias_words - 1) begin 
			    state <= S_DONE;
			    beat_count <= 0;
			    hbm_ren <= 0;
			end
	            end
                end
                S_DONE: begin
                    done_r <= 1;
                    state <= S_IDLE;
                end
            endcase
        end
    end
endmodule
==> /design/flow/run.sh <==
#!/bin/bash
# OpenROAD 26Q1-2900-gdf79404cd8, Yosys 0.63+post, stock flow scripts
make -C /OpenROAD-flow-scripts/flow DESIGN_CONFIG=/design/flow/config.mk WORK_HOME=/design/flow/orfs finish
==> /design/flow/config.mk <==
export PLATFORM = sky130hd
export DESIGN_NAME = bias_dma
export DESIGN_NICKNAME = bias_dma
export VERILOG_FILES = /design/flow/design.v
export SDC_FILE = /design/flow/constraint.sdc
export NUM_CORES = 4
export LEC_CHECK = 1
export CORE_AREA = 10 10 445 445
export DIE_AREA = 0 0 455 455
==> /design/flow/constraint.sdc <==
current_design bias_dma

set clk_period 26.2
set clk_io_pct 0.2

create_clock -name clk0 -period $clk_period [get_ports {clk}]

set non_clock_inputs [all_inputs -no_clocks]
set_input_delay [expr $clk_period * $clk_io_pct] -clock clk0 $non_clock_inputs
set_output_delay [expr $clk_period * $clk_io_pct] -clock clk0 [all_outputs]
==> results.txt <==
Physical implementation

The flow ran to the end, and the final reports show no timing, DRC or antenna violations. The arrival time reported for the critical path endpoint is 8.59 ns. STA lists the startpoint of the worst register-to-register path as state[1]. CTS added clock buffers totalling 72.

In this run the number of H-tree levels came out at 3. The number of cells produced by synthesis is 686. The count of final setup violators is 0. Looking at the VDD voltage map, the peak drop is 0.0420 mV.

The CTS log lists the clock sinks for this run as between 500 and 600. The number of DRC violations after detailed-routing iteration 0 is 837. The number of warning messages in the logs is 41. The post-synth register bit count is 550. OpenSTA lists the critical path endpoint as bias_data[112].

Ranked by total cell area, the synthesized netlist is headed by sky130_fd_sc_hd__edfxtp_1 (94%), sky130_fd_sc_hd__buf_4 (2.8%), sky130_fd_sc_hd__dfrtp_1 (0.72%), sky130_fd_sc_hd__and2_1 (0.54%), sky130_fd_sc_hd__xor2_1 (0.40%). The number of distinct library cell variants in the gate-level netlist after synthesis is 31. The worst hold margin is 0.423 ns. The final count of pins violating max slew is 0. The first-pass iteration count of the detailed router is 5. Across all layers, the routed design uses 12460 vias. For this sky-water flow run, the detailed-routed wirelength per cell is reported as 32.8 microns. Per the summary, power density relative to cell area is 60.6 mW/mm^2. The launch point of the critical path was reported as rst_n. The number of I/O pins is 1159.

STA classifies the critical path startpoint as a primary input. The element type at the critical path end is a register. In this run the vertical extent of the chip is ~460 microns.

Note, the detailed placer reported a final HPWL of around 130 mm. The tally of yosys warning messages is 1. The area of the core region is 0.188 sq mm. After synthesis, the design contains 686 cells according to Yosys. The initial antenna violation count is a little under 300. For reference, the clock transition at the flip-flops on the worst setup and hold paths is 0.06 ns.

The routed layout reports a DRC error count of 0. For this configuration, the core starts out at a cell density of just over 9%. Yosys reports a chip area of between 0.015 and 0.02 sq mm. The worst-case setup slack after placement is roughly 17 ns. Yosys reports that the leading cell type by area covers 93.6% of the netlist area.

The transition time recorded at the tightest slew-check pin is 0.859 ns. Nets still carrying antenna violations after routing amount to 0. The synthesis-to-finish area growth is 93.1%. Summed over all failing endpoints, the final setup total negative slack is 0 ns. The worst path uses 31.7% of the clock period. Summing the sequential cell areas from Yosys gives 94.4% of the chip area. The critical path class is primary input to register. The total power draw is 2.05 mW. Looking at hold timing, the worst path starts from state[2].

The area of combinational cells with multiple inputs is 723 sq um. The reported max-cap violation count is 0. The remaining max-slew budget at the tightest pin is 42.8%. The worst-case register-to-register setup slack is 22.54 ns. The classification of the worst-slack hold path is register to register. After global routing the overflow that remains totals 0.

The leakage power total is 10.8 nW. The largest fanout on the critical path is 64. In this build the clock could be raised as far as ~120 MHz. Registers take approximately 0.016 sq mm. The number of hold-slack violations in the final timing report is 0.

The number of port buffers is 1078. Looking at the reg2reg group, the worst path ends at bias_data[112]. The worst path in the final design needs a cycle of around 8.3 ns, including I/O delays and setup.

The post-route clock skew is 0.0375 ns. TritonCTS built the clock tree. The maximum number of pins on one net before global-route repair is 65. The clock tree root driver cell is sky130_fd_sc_hd__clkbuf_16.

The width of the die is 455 microns. The wire length of the first global-routing pass is around 170 mm. Measured in cells, the most critical reg-to-reg path has a length of 6. The clock latency of the later-clocked register in the worst-skew pair is 0.69 ns. The post-CTS setup buffer count is 0.

The row count is 159. The data required time of the critical path is 26.48 ns. The post-cts hold buffer count is 0. The chip area is 0.207 sq mm. The cell area after technology mapping is about 0.017 sq mm. The number of global-route vias before repair is about 12000. The post-detailed-routing wire length is 146 mm. The layout has 20135 filler cells. The final weighted congestion recorded by global placement is 0.947. Per the detail_route report, vias per standard cell equal 2.79.

The post-synthesis average cell area is 25.5 sq um. The fraction of final layout cells with drive strength greater than 1 is 6.64%. In the post-route analysis, the smallest setup slack over all paths is 17.88 ns.

Setup repair after global routing left no endpoint under its margin. The total global-route track usage is 13.8%. The dominant cell type by area after synthesis is sky130_fd_sc_hd__edfxtp_1.

In this run the deepest clock path goes through 3 buffers. Once the clock tree was built, the resizer swapped 0 gates to a different size.
-- power breakdown --
group          leakage (nW)  switching (mW)  internal [mW]
sequential             5.01               0          0.966
clock                  1.12           0.402          0.593
combinational          4.70          0.0155         0.0684
-- worst min-delay path by stage --
stage / cells past startpoint / slack, ns / end
CTS: 0 / 0.42 / hbm_ren
global route: 0 / 0.45 / hbm_ren
finish: 0 / 0.42 / hbm_ren
-- synth_stat cells (all sizes together) --
| library cell | n |
|---|---|
| edfxtp | 544 |
| buf | 64 |
| and2 | 15 |
| xor2 | 8 |
| nand3 | 6 |
| dfrtp | 5 |
| nand2 | 5 |
| nor3 | 4 |
| inv | 3 |
| nand4 | 3 |
| nor4 | 3 |
| o21ai | 3 |
| xnor2 | 3 |
| a21boi | 2 |
| clkbuf | 2 |
| conb | 2 |
| nor2 | 2 |
| nor2b | 2 |
| or3 | 2 |
| a211oi | 1 |
| a21o | 1 |
| and3 | 1 |
| dfstp | 1 |
| ha | 1 |
| mux2i | 1 |
| nand2b | 1 |
| or2 | 1 |
-- state kept, by name, indices dropped and copies added (netlist names) --
register	cells
bias_data	512
bias_bram_addr	16
hbm_addr	16
state	4
done_r	1
hbm_ren	1
-- routing by layer --
| layer | vias up | track usage, % | part of all wire [%] |
|---|---|---|---|
| met5 | - | 0 | 1.2 |
| met4 | 274 | 3.18 | 3.2 |
| met3 | 463 | 14.6 | 22 |
| met2 | 944 | 20.6 | 45 |
| met1 | 5753 | 13.0 | 29 |
| li1 | 5026 | - | - |
-- cell type report --
cell class,instances,area share [%]
Antenna cell,68,0.505
Multi-Input combinational cell,129,2.14
Inverter,3,0.0334
Clock buffer,84,5.60
Timing Repair Buffer,1091,32.3
Clock inverter,42,1.28
Sequential cell,550,48.9
Tap cell,2495,9.26
-- metrics by stage --
step,instances,utilization [%],instance area (sq um)
after floorplan,748,-,17700
final,4462,17.9,33700
after detailed placement,4268,16.6,31200
after CTS,4394,17.8,33600
after global routing,4407,17.9,33600
after global placement,4268,16.6,31200
-- critical path, stage by stage --
cell	delay (ns)
sky130_fd_sc_hd__clkdlybuf4s50_1	0.67
sky130_fd_sc_hd__and3_4	0.23
sky130_fd_sc_hd__buf_4	0.56
sky130_fd_sc_hd__buf_4	0.48
sky130_fd_sc_hd__buf_4	0.51
sky130_fd_sc_hd__buf_4	0.74
-- logic make-up (layout without fill, tap and decap cells) --
group | after synthesis | after routing | synth area share [%]
other cells | 2 | 132 | 0.0430
compound gates | 7 | 7 | 0.258
buf+inv | 69 | 1220 | 2.86
xor+xnor | 11 | 11 | 0.552
simple gates | 45 | 45 | 1.73
mux | 1 | 1 | 0.0573
flops | 550 | 550 | 94.4
fa+ha+maj | 1 | 1 | 0.0717
-- cells in the final DEF (no fill, tap or decap), drive strengths merged, types with 4 or more instances in the layout --
master         instances
nor3                   4
clkdlybuf4s50       1078
xor2                   8
clkbuf                84
conb                  64
clkinv                26
buf                   13
clkinvlp               5
diode                 68
bufinv                 8
edfxtp               544
and2                  15
nand3                  6
dfrtp                  5
nand2                  5
inv                    6
Power and IR drop assume default switching activity.
