==> /design/flow/config.mk <==
export PLATFORM = sky130hd
export DESIGN_NAME = memcpy_unit
export DESIGN_NICKNAME = memcpy_unit
export VERILOG_FILES = /design/flow/design.v
export SDC_FILE = /design/flow/constraint.sdc
export NUM_CORES = 4
export LEC_CHECK = 1
export CORE_AREA = 10 10 543 543
export DIE_AREA = 0 0 553 553
==> /design/flow/constraint.sdc <==
current_design memcpy_unit

set clk_period 27.2
set clk_io_pct 0.2

create_clock -name clk0 -period $clk_period [get_ports {clk}]

set non_clock_inputs [all_inputs -no_clocks]
set_input_delay [expr $clk_period * $clk_io_pct] -clock clk0 $non_clock_inputs
set_output_delay [expr $clk_period * $clk_io_pct] -clock clk0 [all_outputs]
==> /design/flow/design.v <==
`timescale 1ns / 1ps
module memcpy_unit #(
    parameter ADDR_WIDTH = 64,
    parameter DATA_WIDTH = 512
)(
    input wire clk,
    input wire rst_n,
    input wire start,
    input wire [ADDR_WIDTH-1:0] src_addr_base,
    input wire [ADDR_WIDTH-1:0] dst_addr_base,
    input wire [31:0] length_bytes,  
    output reg m_axi_arvalid,
    input wire m_axi_arready,
    output reg [ADDR_WIDTH-1:0] m_axi_araddr,
    output wire [7:0] m_axi_arlen,
    output wire [2:0] m_axi_arsize,
    output wire [1:0] m_axi_arburst,
    input wire m_axi_rvalid,
    output reg m_axi_rready,
    input wire [DATA_WIDTH-1:0] m_axi_rdata,
    output reg m_axi_awvalid,
    input wire m_axi_awready,
    output reg [ADDR_WIDTH-1:0] m_axi_awaddr,
    output wire [7:0] m_axi_awlen,
    output wire [2:0] m_axi_awsize,
    output wire [1:0] m_axi_awburst,
    output reg m_axi_wvalid,
    input wire m_axi_wready,
    output reg [DATA_WIDTH-1:0] m_axi_wdata,
    output wire [DATA_WIDTH/8-1:0] m_axi_wstrb,
    output wire m_axi_wlast,
    input wire m_axi_bvalid,
    output reg m_axi_bready,
    input wire [1:0] m_axi_bresp,
    output reg done
);
    assign m_axi_arlen = 8'd0;
    assign m_axi_arsize = 3'b110;  
    assign m_axi_arburst = 2'b01;
    assign m_axi_awlen = 8'd0;
    assign m_axi_awsize = 3'b110;
    assign m_axi_awburst = 2'b01;
    assign m_axi_wstrb = {(DATA_WIDTH/8){1'b1}};
    assign m_axi_wlast = 1'b1;
    localparam S_IDLE       = 0;
    localparam S_READ_REQ   = 1;
    localparam S_READ_WAIT  = 2;
    localparam S_WRITE_REQ  = 3;
    localparam S_WRITE_DATA = 4;
    localparam S_WRITE_RESP = 5;
    localparam S_DONE       = 6;
    localparam S_READ_ACK   = 7;
    localparam S_WRITE_ACK  = 8;
    localparam S_WRITE_DATA_ACK = 9;
    reg [3:0] state;
    reg [31:0] bytes_copied;
    reg [DATA_WIDTH-1:0] data_buffer;
    reg [ADDR_WIDTH-1:0] curr_src;
    reg [ADDR_WIDTH-1:0] curr_dst;
    always @(posedge clk or negedge rst_n) begin
        if (!rst_n) begin
            state <= S_IDLE;
            done <= 0;
            m_axi_arvalid <= 0;
            m_axi_rready <= 0;
            m_axi_awvalid <= 0;
            m_axi_wvalid <= 0;
            m_axi_bready <= 0;
            bytes_copied <= 0;
            curr_src <= 0;
            curr_dst <= 0;
        end else begin
            done <= 0;
            case (state)
                S_IDLE: begin
                    if (start) begin
                        curr_src <= src_addr_base;
                        curr_dst <= dst_addr_base;
                        bytes_copied <= 0;
                        state <= S_READ_REQ;
                    end
                end
                S_READ_REQ: begin
                    m_axi_araddr <= curr_src;
                    m_axi_arvalid <= 1;
		    state <= S_READ_ACK;
                end
		S_READ_ACK: begin
                    if (m_axi_arready) begin
                        m_axi_arvalid <= 0;
                        m_axi_rready <= 1;
                        state <= S_READ_WAIT;
                    end
		end
                S_READ_WAIT: begin
                    if (m_axi_rvalid) begin
                        data_buffer <= m_axi_rdata;
                        m_axi_rready <= 0;
                        state <= S_WRITE_REQ;
                    end
                end
                S_WRITE_REQ: begin
                    m_axi_awaddr <= curr_dst;
                    m_axi_awvalid <= 1;
		    state <= S_WRITE_ACK;
                end
		S_WRITE_ACK: begin
                    if (m_axi_awready) begin
                        m_axi_awvalid <= 0;
                        state <= S_WRITE_DATA;
                    end
		end
                S_WRITE_DATA: begin
                    m_axi_wdata <= data_buffer;
                    m_axi_wvalid <= 1;
		    state <= S_WRITE_DATA_ACK;
                end
		S_WRITE_DATA_ACK: begin
                    if (m_axi_wready) begin
                        m_axi_wvalid <= 0;
                        m_axi_bready <= 1;
                        state <= S_WRITE_RESP;
                    end
		end
                S_WRITE_RESP: begin
                    if (m_axi_bvalid) begin
                        m_axi_bready <= 0;
                        curr_src <= curr_src + 64;
                        curr_dst <= curr_dst + 64;
                        bytes_copied <= bytes_copied + 64;
                        if (bytes_copied + 64 >= length_bytes) begin
                            state <= S_DONE;
                        end else begin
                            state <= S_READ_REQ;
                        end
                    end
                end
                S_DONE: begin
                    done <= 1;
                    state <= S_IDLE;
                end
            endcase
        end
    end
endmodule
==> /design/flow/run.sh <==
#!/bin/bash
# OpenROAD 26Q1-2900-gdf79404cd8, Yosys 0.63+post, stock flow scripts
make -C /OpenROAD-flow-scripts/flow DESIGN_CONFIG=/design/flow/config.mk WORK_HOME=/design/flow/orfs finish
==> results.tsv <==
stage	metric	value	unit
timing	grt_setup_unrepaired	no	
grt	grt_overflow	0	
worst_setup_path	worst_setup_path_start_kind	input port	
synthesis	synth_area	46100	um^2
placed_design	post_dp_cell_area	63700	um^2
final_layout	fraction_of_layout_cells_with_a_size_suffix_above_1	7.31	%
detailed_routing	vias_after_detailed_routing	28800	
grt	global_route.usage.total	13.6	%
final_layout	layoutNonFillerInstCount	7885	
timing	timing.setup.tns	0	ps
detailed_routing	dr.pass1.iters	5	
grt	grt_util_met3	8.00	%
clocking	cts.clk_slew.worst_paths	60	ps
power_and_ir_drop	p_total	5.05	mW
final_layout	postLayoutCellArea	68700	um^2
grt	globalRouteMet1Util	13.8	%
worst_setup_path	critical_path_peak_fanout	119	
detailed_routing	detail_route.wirelength	209000	um
grt	largest_net_degree_at_the_start_of_global_routing	123	
timing	maxSlewHeadroom	40.1	%
synthesis	netlist_top_cells_area	sky130_fd_sc_hd__edfxtp_1 (75%), sky130_fd_sc_hd__dfrtp_1 (9.2%), sky130_fd_sc_hd__buf_4 (1.5%)	
clocking	clock_h_tree_levels	4	
power_and_ir_drop	netSwitchingPower	1.28	mW
placed_design	dpl.cell_count	7562	
worst_setup_path	data_arrival_critical_path	9850	ps
timing	setup_violation_total_in_the_final_timing_report	0	
run	drv.max_cap_violation_count	0	
timing	achievable_freq	106	MHz
synthesis	largest_area_cell	sky130_fd_sc_hd__edfxtp_1	
timing	clock_skew	88.8	ps
power_and_ir_drop	switching_share	25.4	%
placed_design	placement.io_buffers	1325	
timing	post-route-worst-setup-slack	17790	ps
detailed_routing	drcViolationCount	0	
grt	grt_pass1_wl	274000	um
detailed_routing	routedWlPerCell	26.5	um
floorplan	fp_util	16.3	%
placed_design	dp_hpwl	171000	um
clocking	cts-root-buf	sky130_fd_sc_hd__clkbuf_16	
placed_design	gp_congestion	0.940	
timing	final_number_of_hold_violating_endpoints	0	
floorplan	die-width	553	um
min_path	min-delay-path-class	reg -> reg	
synthesis	ys_types	78	
synthesis	enable_flop_cells	1152	
min_path	min_delay_path_depth	0	
floorplan	die_area	306000	um^2
floorplan	design.core.area	283000	um^2
synthesis	synth_flops	1322	
power_and_ir_drop	p_clk_share	39.6	%
synthesis	dominant_synthesized_flop_cell	sky130_fd_sc_hd__edfxtp_1	
grt	grtUsageMet2	23.4	%
min_path	hold_start	state[4]	
worst_setup_path	timing.rr.start	bytes_copied[15]	
worst_setup_path	data_required_time_at_the_worst_endpoint	27650	ps
grt	antenna_violations_before_repair	156	
timing	period_used_share	34.6	%
synthesis	yosys.stat.chipArea	46100	um^2
timing	finalWorstPathRequiredPeriod	9410	ps
worst_setup_path	timing.critical_path.to_type	flop	
clocking	clock_insertion_delay_worst_skew	850	ps
power_and_ir_drop	share_of_total_power_in_sequential_cells	50.8	%
timing	final-max-slew-violation-count	0	
run	log.warning_count	36	
detailed_routing	avgViaCountPerCell	3.65	
clocking	post_cts.resized_instances	0	
synthesis	yosys_cells	2527	
clocking	post-cts-setup-buffers	0	
floorplan	placement_rows	195	
power_and_ir_drop	internal_power	3.77	mW
synthesis	synthCells	2527	
clocking	cts_hold_repair.buffers	0	
synthesis	avgSynthCellArea	18.2	um^2
detailed_routing	drt_iter0_drc	1935	
synthesis	yosys.stat.seqShare	84.3	%
synthesis	synthArstFlopShare	12.9	%
final_layout	area_growth	49.1	%
clocking	tritoncts.num_buffers	152	
timing	worstMarginPinSlew	899	ps
floorplan	floorplan.io_pins	1419	
status	run_status	complete, no violations	
synthesis	netlist.area_leader.share	75.1	%
grt	gr-max-usage-layer	met2	
timing	hold-worst-slack	385	ps
floorplan	vertical_die_dimension	553	um
clocking	tritoncts	yes	
power_and_ir_drop	ir_worst_vdd	0.0525	mV
grt	first_global_vias	29100	
detailed_routing	route.antenna.remaining_nets	0	
worst_setup_path	ff2ff_path_depth	12	
worst_setup_path	worstSetupStartpoint	m_axi_rvalid	
power_and_ir_drop	leakagePower	22.9	nW
final_layout	layout.filler_cells	28800	
worst_setup_path	setup.worst_path.class	in -> reg	
power_and_ir_drop	comb_power_share	9.6	%
final_layout	finalCoreUtilization	24.3	%
clocking	clock_path_buffers	4	
power_and_ir_drop	powerDensity	73.5	nW/um^2
placed_design	place_ws	17000	ps
synthesis	yosys_warnings	1	
clocking	numClockSinks	1322	
power by group through the flow:
stage                 logic [mW]  clock network, mW  registers, mW
after CTS                  0.492               2.07           2.56
after global routing       0.536               2.14           2.59
final                      0.486               2.00           2.57
critical path: stages:
cell and delay [ps]:
sky130_fd_sc_hd__clkdlybuf4s50_1 510, sky130_fd_sc_hd__and3_4 480, sky130_fd_sc_hd__buf_4 670, sky130_fd_sc_hd__buf_4 630
sky130_fd_sc_hd__buf_4 590, sky130_fd_sc_hd__buf_4 650, sky130_fd_sc_hd__buf_12 520
cells in the final DEF (no fill, tap or decap), types with 5 or more instances in the layout:
cell type / count
sky130_fd_sc_hd__inv_6: 6
sky130_fd_sc_hd__nor2_1: 64
sky130_fd_sc_hd__xor2_1: 9
sky130_fd_sc_hd__or3_1: 5
sky130_fd_sc_hd__nor3b_1: 5
sky130_fd_sc_hd__edfxtp_1: 1152
sky130_fd_sc_hd__and4_1: 14
sky130_fd_sc_hd__clkinv_1: 26
sky130_fd_sc_hd__nand4_1: 47
sky130_fd_sc_hd__clkinv_2: 25
sky130_fd_sc_hd__or4_1: 6
sky130_fd_sc_hd__dfrtp_1: 168
sky130_fd_sc_hd__o21ai_0: 60
sky130_fd_sc_hd__a21oi_1: 114
sky130_fd_sc_hd__a32oi_1: 5
sky130_fd_sc_hd__clkbuf_16: 154
sky130_fd_sc_hd__inv_1: 42
sky130_fd_sc_hd__nor3_1: 40
sky130_fd_sc_hd__mux2i_1: 52
sky130_fd_sc_hd__diode_2: 52
sky130_fd_sc_hd__clkinvlp_4: 7
sky130_fd_sc_hd__xnor2_1: 15
sky130_fd_sc_hd__a22o_1: 9
sky130_fd_sc_hd__o31ai_1: 9
sky130_fd_sc_hd__a31oi_1: 19
sky130_fd_sc_hd__nand3_1: 88
sky130_fd_sc_hd__and2_1: 10
sky130_fd_sc_hd__o211ai_1: 9
sky130_fd_sc_hd__o22ai_1: 81
sky130_fd_sc_hd__buf_4: 36
sky130_fd_sc_hd__clkbuf_1: 29
sky130_fd_sc_hd__ha_1: 29
sky130_fd_sc_hd__and3_1: 35
sky130_fd_sc_hd__nand2b_1: 8
sky130_fd_sc_hd__clkdlybuf4s50_1: 1324
sky130_fd_sc_hd__conb_1: 91
sky130_fd_sc_hd__bufinv_16: 10
sky130_fd_sc_hd__nor4_1: 10
sky130_fd_sc_hd__nand2_1: 178
sequential cells by signal (all words and copies together) (netlist names):
signal,count
bytes_copied,26
curr_dst,64
curr_src,64
data_buffer,512
done,1
m_axi_araddr,64
m_axi_arvalid,1
m_axi_awaddr,64
m_axi_awvalid,1
m_axi_bready,1
m_axi_rready,1
m_axi_wdata,512
m_axi_wvalid,1
state,10
kinds of logic (layout without fill, tap and decap cells):
family                     Yosys count  in the layout  synth area share (%)
DFF                               1322           1322                  84.3
adders and majority gates           29             29                 0.788
and+or+nand+nor                    545            545                  6.13
buffers and inverters              202           1676                  2.45
muxes                               53             53                  1.15
AOI/OAI and AO/OA                  350            350                  4.66
other                                2            143                0.0163
xor gates and xnor gates            24             24                 0.456
path summary, 6_finish.rpt:
| path | end | slack, ps |
|---|---|---|
| min in group asynchronous | curr_src[55] | 4600 |
| max in group asynchronous | bytes_copied[8] | 20900 |
| worst max-delay path | data_buffer[488] | 17790 |
| worst min register to register | done | 390 |
| worst min-delay path | done | 390 |
| worst max register to register | state[5] | 22580 |
area by class of cell:
| class | instances | area [um^2] | area share [%] |
|---|---|---|---|
| Tap cell | 3743 | 4680 | 6.82 |
| Clock inverter | 87 | 858 | 1.25 |
| Inverter | 42 | 158 | 0.230 |
| Timing Repair Buffer | 1363 | 13600 | 19.8 |
| Clock buffer | 184 | 3980 | 5.79 |
| Antenna cell | 52 | 130 | 0.189 |
| Multi-Input combinational cell | 1092 | 6460 | 9.40 |
| Sequential cell | 1322 | 38900 | 56.6 |
metal layers:
layer,vias to the layer above,share of wire (%)
met3,437,13
li1,12600,-
met1,14000,31
met4,124,4.2
met2,1615,51
met5,-,0.39
synth_stat cells (13+ instances only):
master,n
sky130_fd_sc_hd__edfxtp_1,1152
sky130_fd_sc_hd__nand2_1,179
sky130_fd_sc_hd__dfrtp_1,169
sky130_fd_sc_hd__a21oi_1,114
sky130_fd_sc_hd__buf_4,91
sky130_fd_sc_hd__nand3_1,89
sky130_fd_sc_hd__o22ai_1,81
sky130_fd_sc_hd__nor2_1,65
sky130_fd_sc_hd__clkbuf_1,61
sky130_fd_sc_hd__o21ai_0,60
sky130_fd_sc_hd__mux2i_1,52
sky130_fd_sc_hd__nand4_1,47
sky130_fd_sc_hd__inv_1,42
sky130_fd_sc_hd__nor3_1,40
sky130_fd_sc_hd__and3_1,36
sky130_fd_sc_hd__ha_1,29
sky130_fd_sc_hd__a31oi_1,19
sky130_fd_sc_hd__xnor2_1,15
sky130_fd_sc_hd__and4_1,14
sky130_fd_sc_hd__and2_1,13
Power and IR drop assume default switching activity.
